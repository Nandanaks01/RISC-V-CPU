**design/flow/design.v**
```verilog
package riscv_pkg;
    parameter int XLEN = 32;               
    parameter int ILEN = 32;               
    parameter int NUM_REGS = 32;           
    parameter int PC_WIDTH = 32;           
    parameter int ADDR_WIDTH = 32;         
    parameter int DATA_WIDTH = 32;         
    parameter int BPU_ENTRIES = 256;       
    parameter int BPU_INDEX_BITS = 8;      
    typedef enum logic [6:0] {
        OP_LUI    = 7'b0110111,   
        OP_AUIPC  = 7'b0010111,   
        OP_JAL    = 7'b1101111,   
        OP_JALR   = 7'b1100111,   
        OP_BRANCH = 7'b1100011,   
        OP_LOAD   = 7'b0000011,   
        OP_STORE  = 7'b0100011,   
        OP_ALUI   = 7'b0010011,   
        OP_ALU    = 7'b0110011,   
        OP_FENCE  = 7'b0001111,   
        OP_SYSTEM = 7'b1110011    
    } opcode_e;
    typedef enum logic [2:0] {
        FUNCT3_BEQ  = 3'b000,
        FUNCT3_BNE  = 3'b001,
        FUNCT3_BLT  = 3'b100,
        FUNCT3_BGE  = 3'b101,
        FUNCT3_BLTU = 3'b110,
        FUNCT3_BGEU = 3'b111
    } branch_funct3_e;
    typedef enum logic [2:0] {
        FUNCT3_LB  = 3'b000,
        FUNCT3_LH  = 3'b001,
        FUNCT3_LW  = 3'b010,
        FUNCT3_LBU = 3'b100,
        FUNCT3_LHU = 3'b101
    } load_funct3_e;
    typedef enum logic [2:0] {
        FUNCT3_SB = 3'b000,
        FUNCT3_SH = 3'b001,
        FUNCT3_SW = 3'b010
    } store_funct3_e;
    typedef enum logic [3:0] {
        ALU_ADD  = 4'b0000,
        ALU_SUB  = 4'b0001,
        ALU_SLL  = 4'b0010,
        ALU_SLT  = 4'b0011,
        ALU_SLTU = 4'b0100,
        ALU_XOR  = 4'b0101,
        ALU_SRL  = 4'b0110,
        ALU_SRA  = 4'b0111,
        ALU_OR   = 4'b1000,
        ALU_AND  = 4'b1001,
        ALU_COPY = 4'b1010    
    } alu_op_e;
    typedef enum logic [1:0] {
        ALU_SRC_REG = 2'b00,
        ALU_SRC_IMM = 2'b01,
        ALU_SRC_PC  = 2'b10
    } alu_src_e;
    typedef enum logic [1:0] {
        PC_SRC_NEXT   = 2'b00,   
        PC_SRC_BRANCH = 2'b01,   
        PC_SRC_JUMP   = 2'b10,   
        PC_SRC_JALR   = 2'b11    
    } pc_src_e;
    typedef enum logic [1:0] {
        WB_SRC_ALU = 2'b00,
        WB_SRC_MEM = 2'b01,
        WB_SRC_PC4 = 2'b10
    } wb_src_e;
    typedef enum logic [2:0] {
        MEM_NOP   = 3'b000,
        MEM_BYTE  = 3'b001,
        MEM_HALF  = 3'b010,
        MEM_WORD  = 3'b011,
        MEM_BYTEU = 3'b101,
        MEM_HALFU = 3'b110
    } mem_op_e;
    typedef struct packed {
        logic        reg_write;       
        logic        mem_read;        
        logic        mem_write;       
        logic        branch;          
        logic        jump;            
        logic        jalr;            
        alu_op_e     alu_op;          
        alu_src_e    alu_src_a;       
        alu_src_e    alu_src_b;       
        wb_src_e     wb_src;          
        mem_op_e     mem_op;          
        logic        is_unsigned;     
    } control_t;
    typedef struct packed {
        logic [PC_WIDTH-1:0]   pc;
        logic [ILEN-1:0]       instruction;
        logic                  valid;
        logic [PC_WIDTH-1:0]   pc_plus_4;
        logic                  predicted_taken;
        logic [PC_WIDTH-1:0]   predicted_target;
    } if_id_reg_t;
    typedef struct packed {
        logic [PC_WIDTH-1:0]   pc;
        logic [XLEN-1:0]       rs1_data;
        logic [XLEN-1:0]       rs2_data;
        logic [XLEN-1:0]       imm;
        logic [4:0]            rs1_addr;
        logic [4:0]            rs2_addr;
        logic [4:0]            rd_addr;
        control_t              ctrl;
        logic                  valid;
        logic [PC_WIDTH-1:0]   pc_plus_4;
        logic                  predicted_taken;
        logic [PC_WIDTH-1:0]   predicted_target;
        logic [2:0]            funct3;
    } id_ex_reg_t;
    typedef struct packed {
        logic [XLEN-1:0]       alu_result;
        logic [XLEN-1:0]       rs2_data;
        logic [4:0]            rd_addr;
        logic                  reg_write;
        logic                  mem_read;
        logic                  mem_write;
        wb_src_e               wb_src;
        mem_op_e               mem_op;
        logic                  valid;
        logic [PC_WIDTH-1:0]   pc_plus_4;
        logic                  branch_taken;
        logic [PC_WIDTH-1:0]   branch_target;
    } ex_mem_reg_t;
    typedef struct packed {
        logic [XLEN-1:0]       alu_result;
        logic [XLEN-1:0]       mem_data;
        logic [4:0]            rd_addr;
        logic                  reg_write;
        wb_src_e               wb_src;
        logic                  valid;
        logic [PC_WIDTH-1:0]   pc_plus_4;
    } mem_wb_reg_t;
    typedef struct packed {
        logic [ILEN-1:0]  inst0;
        logic [ILEN-1:0]  inst1;
        logic             issue_dual;   
        logic             valid0;
        logic             valid1;
    } dual_issue_t;
    typedef struct packed {
        logic [1:0]           counter;      
        logic [PC_WIDTH-1:0]  target;       
        logic                 valid;        
    } bpu_entry_t;
    typedef enum logic [1:0] {
        FWD_NONE   = 2'b00,
        FWD_EX_MEM = 2'b01,
        FWD_MEM_WB = 2'b10
    } forward_e;
endpackage : riscv_pkg
import riscv_pkg::*;
module stage_if (
    input  logic                 clk,
    input  logic                 rst_n,
    input  logic                 stall,
    input  logic                 branch_taken,
    input  logic [PC_WIDTH-1:0]  branch_target,
    output logic [PC_WIDTH-1:0]  imem_addr,
    input  logic [ILEN-1:0]      imem_data_0,
    input  logic [ILEN-1:0]      imem_data_1,
    input  logic                 imem_ready,
    output logic [PC_WIDTH-1:0]  bpu_pc,
    output logic                 bpu_is_branch,
    input  logic                 bpu_predict_taken,
    input  logic [PC_WIDTH-1:0]  bpu_predict_target,
    output logic [PC_WIDTH-1:0]  pc_out_0,
    output logic [PC_WIDTH-1:0]  pc_out_1,
    output logic [ILEN-1:0]      instruction_0,
    output logic [ILEN-1:0]      instruction_1,
    output logic                 valid_0,
    output logic                 valid_1,
    output logic [PC_WIDTH-1:0]  pc_plus_4_0,
    output logic [PC_WIDTH-1:0]  pc_plus_4_1,
    output logic                 predicted_taken,
    output logic [PC_WIDTH-1:0]  predicted_target
);
    logic [PC_WIDTH-1:0] pc;
    logic [PC_WIDTH-1:0] next_pc;
    logic [PC_WIDTH-1:0] pc_increment;
    always_ff @(posedge clk or negedge rst_n) begin
        if (!rst_n) begin
            pc <= '0;
        end else if (!stall) begin
            pc <= next_pc;
        end
    end
    logic [6:0] opcode_0;
    assign opcode_0 = imem_data_0[6:0];
    assign bpu_is_branch = (opcode_0 == OP_BRANCH);
    assign bpu_pc = pc;
    always_comb begin
        pc_plus_4_0 = pc + 32'd4;
        pc_plus_4_1 = pc + 32'd8;
        if (branch_taken) begin
            next_pc = branch_target;
            pc_increment = 32'd4;   
        end
        else if (bpu_predict_taken && bpu_is_branch) begin
            next_pc = bpu_predict_target;
            pc_increment = 32'd4;   
        end
        else begin
            next_pc = pc + 32'd8;
            pc_increment = 32'd8;
        end
    end
    assign imem_addr     = pc;
    assign pc_out_0      = pc;
    assign pc_out_1      = pc + 32'd4;
    assign instruction_0 = imem_data_0;
    assign instruction_1 = imem_data_1;
    always_comb begin
        valid_0 = imem_ready && !stall;
        valid_1 = imem_ready && !stall && !branch_taken &&
                  !(bpu_predict_taken && bpu_is_branch);
    end
    assign predicted_taken  = bpu_predict_taken && bpu_is_branch;
    assign predicted_target = bpu_predict_target;
endmodule : stage_if
```
**design/flow/run.sh**
```bash
#!/bin/bash
# OpenROAD 26Q1-2900-gdf79404cd8, Yosys 0.63+post, stock flow scripts
make -C /OpenROAD-flow-scripts/flow DESIGN_CONFIG=/design/flow/config.mk WORK_HOME=/design/flow/orfs finish
```
**design/flow/config.mk**
```make
export PLATFORM = sky130hd
export DESIGN_NAME = stage_if
export DESIGN_NICKNAME = stage_if
export VERILOG_FILES = /design/flow/design.v
export SDC_FILE = /design/flow/constraint.sdc
export NUM_CORES = 4
export LEC_CHECK = 1
export CORE_AREA = 10 10 170 170
export DIE_AREA = 0 0 180 180
```
**design/flow/constraint.sdc**
```tcl
current_design stage_if

set clk_period 6.5
set clk_io_pct 0.2

create_clock -name clk0 -period $clk_period [get_ports {clk}]

set non_clock_inputs [all_inputs -no_clocks]
set_input_delay [expr $clk_period * $clk_io_pct] -clock clk0 $non_clock_inputs
set_output_delay [expr $clk_period * $clk_io_pct] -clock clk0 [all_outputs]
```
==> results.txt <==
run metrics: GR Util met1=0.169, biggest regs=pc: 32 flops, Worst EP arrival=3.49 ns, sequential area share after synthesis=0.172, Final Max Slew Viols=0, GR Overflow Total=0, initial antenna violation count=0, Initial DRC Count=roughly 150, PwrDens=175 nW/um^2, Max Fclk=about 210 MHz, relative slew slack=0.456, tool warnings=25, post-CTS sizing=0, setup TNS=0 ns, dpl hpwl=18100 um, clk ins delay skew pair=0.29 ns, H-tree depth=2, DRC viols=0, syn_area_per_cell=7.70 um^2, Mapped Cells=603, Avg WL per Cell=around 22 um, Hold Vio Cnt, Final=0, Top FF cell, synth=dfrtp_1, Hold Crit Depth=2, Final period util=0.737, number of flip-flops in the largest register=32, CTS clk-pin slew, worst paths=0.06 ns, clk sinks=32, dpl cells=1019, CP Max Fanout=12, RSZ-0062 raised after global routing=no, Top-area cell share=0.322, synth cell count leaders=buf_4 (199), nand2_1 (34), dfrtp_1 (32), xnor2_1 (30), nor2_1 (28), min-delay worst type=flip-flop to flip-flop, Pre-Repair DR Iteration Count=4, Die Width=180 um, floorplan row count=58, Cell area leaders=buf_4 (32%), dfrtp_1 (17%), xnor2_1 (5.7%), worst r2r src=pc[14], run status=finished, final reports clean, Top reg by flops=pc, first-pass GRT wire length=33300 um, largest net degree at the start of global routing=56, most frequent cell after synthesis=buf_4, CP Cell Sequence=nand3_1 > or2_4 > or3_1 > nor4_4 > xor2_1 > clkdlybuf4s50_1, worst stage delay on the critical path=0.64 ns, global placer's final weighted congestion=between 0.7 and 0.8, sink of the worst hold path=pc[1], reg2reg setup slack=3.86 ns, Worst-Margin Slew=0.814 ns, CP endpoint kind=output port, Die ar.=32400 um^2, port bufs=311, Clock Tree Buf Depth=2, vias per cell=4.25, met3 Use GR=0.0450, DRT antenna net count=0, Pleak=2.52 nW, ys cells=between 600 and 700, I/O Pins=about 430, TritonCTS clock tree=done, Hold Crit Start=pc[1], routing usage on met2=0.222, flops out of synthesis=32, final WL=22900 um, GRT Total Usage=0.135, Num CTS Buffers=5, yosys stat chip area=4640 um^2, chip height=180 um, number of global-route vias before repair=4784, VDD IR max=75.5 uV, Core ar.=25200 um^2, Via Count=4364, max-cap violation count=0, CTS Hold Buffers Added=0, post-CTS setup buffers=0, Worst Skew=0.00604 ns, Synth async-reset ratio=1.00, Post-Layout Cell Count=slightly above 1000, Post-Syn Area=4640 um^2, WP data required=between 5 and 6 ns, Slowest cell on crit path=or3_1, flip-flops with a built-in enable=0, share of layout cells above drive strength 1=0.0660, r2r worst-path depth=5, FF-to-FF End=pc[30], Setup-failing EPs final=0, fp util=0.184, post-synth top area cell=buf_4, Final min period=around 4.8 ns, Layout area overhead=45.3%, synth warn=1, critical path class=flip-flop to output port, gr busiest metal=met2, Worst Setup Start Kind=flip-flop, CTS root buffer=clkbuf_16, Cell Type Count=63
[metal layers]
metal | share of wire | vias up | wire length, um
li1 | - | 2044 | -
met1 | 0.41 | 2052 | 9450
met2 | 0.48 | 236 | 11000
met3 | 0.086 | 32 | 1960
met4 | 0.020 | 0 | 454
met5 | 0 | - | 0
[cells in the final DEF (no fill, tap or decap), types with 3 or more instances in the layout]
cell,netlist,layout
nand3_1,17,16
and3_1,9,9
nor2b_1,6,6
nand4_2,3,3
xnor2_1,30,30
nor2_1,28,28
mux2_2,4,4
buf_2,13,3
nor4_1,4,4
o31ai_1,10,10
a21oi_1,26,26
o21ai_1,4,4
a31o_2,4,4
nand4_1,10,10
clkdlybuf4s50_1,0,308
mux2i_1,4,4
a22oi_1,5,5
buf_4,199,13
a221o_1,3,3
or4_1,4,4
inv_1,9,9
nor4_4,3,3
clkbuf_16,0,5
a31oi_1,5,4
o21a_1,3,3
nand2_1,34,34
xor2_1,21,21
o21ai_0,24,24
nor3_1,13,13
and2_1,4,4
nand2b_1,8,8
dfrtp_1,32,32
[cells by family (layout without fill, tap and decap cells)]
family / count (synthesis) / in the layout / synth area share
multiplexers: 8 / 8 / 0.0183
AND-OR/OR-AND: 103 / 103 / 0.143
buffers and inverters: 249 / 343 / 0.369
other: 0 / 1 / 0
adder cells (fa/ha/maj): 2 / 2 / 0.00539
AND/OR/NAND/NOR: 157 / 157 / 0.192
XOR/XNOR: 52 / 52 / 0.0997
flip-flops: 32 / 32 / 0.172
[how the worst max path moves through the flow]
stage | from | to | slack (ns) | depth (start not counted)
CTS | pc[5] | pc_out_1[30] | 1.66 | 6
global route | pc[5] | pc_out_1[30] | 1.49 | 6
finish | pc[5] | pc_out_1[30] | 1.71 | 6
[critical path: cells and delay by family, from the launching register on]
family / cells / cell delay [ns]
XOR/XNOR: 1 / 0.22
buffers and inverters: 1 / 0.51
flip-flops: 1 / 0.59
AND/OR/NAND/NOR: 4 / 1.87
[where the power goes]
part	internal (W)	switching, W	total (W)
clock	0.000153	0.000100	0.000253
sequential	0.000227	0.0000909	0.000318
combinational	0.000431	0.000177	0.000607
total	0.000811	0.000368	0.00118
[metrics by stage]
step	hold slack, ns	total power [W]	instance area (um^2)	utilization	worst slack [ns]
3_5_place_dp	0.684	0.000948	6600	0.262	1.93
6_report	0.683	0.00118	6750	0.268	1.71
3_3_place_gp	0.671	0.000948	6600	0.262	1.96
4_1_cts	0.703	0.00122	6750	0.268	1.66
5_1_grt	0.749	0.00127	6750	0.268	1.49
2_1_floorplan	0.588	0.000573	4640	-	2.95
[final cells by class]
class	instances	area, um^2
multi-input combinational	322	2150
timing repair buffer	324	3200
inverter	11	41.3
sequential	32	801
fill	2658	18400
tap	330	413
antenna	1	2.50
clock buffer	8	146
Power is estimated from default activity; no workload was simulated.
